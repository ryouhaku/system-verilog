==> design.v <==
module receive
  #(parameter CLKS_PER_BIT = 10416)
  (
   input        i_Clock,
   input        i_RX_Serial,
   output       o_RX_DV,
   output [7:0] o_RX_Byte
   );
  parameter IDLE         = 3'b000;
  parameter RX_START_BIT = 3'b001;
  parameter RX_DATA_BITS = 3'b010;
  parameter RX_STOP_BIT  = 3'b011;
  parameter CLEANUP      = 3'b100;
  reg [13:0]     r_Clock_Count = 0;
  reg [2:0]     r_Bit_Index   = 0;  
  reg [7:0]     r_RX_Byte     = 0;
  reg           r_RX_DV       = 0;
  reg [2:0]     r_SM_Main     = 0;
  always @(posedge i_Clock)
  begin
    case (r_SM_Main)
      IDLE :
        begin
          r_RX_DV       <= 1'b0;
          r_Clock_Count <= 0;
          r_Bit_Index   <= 0;
          if (i_RX_Serial == 1'b0)           
            r_SM_Main <= RX_START_BIT;
          else
            r_SM_Main <= IDLE;
        end
      RX_START_BIT :
        begin
          if (r_Clock_Count == (CLKS_PER_BIT-1)/2)
          begin
            if (i_RX_Serial == 1'b0)
            begin
              r_Clock_Count <= 0;   
              r_SM_Main     <= RX_DATA_BITS;
            end
            else
              r_SM_Main <= IDLE;
          end
          else
          begin
            r_Clock_Count <= r_Clock_Count + 1;
            r_SM_Main     <= RX_START_BIT;
          end
        end  
      RX_DATA_BITS :
        begin
          if (r_Clock_Count < CLKS_PER_BIT-1)
          begin
            r_Clock_Count <= r_Clock_Count + 1;
            r_SM_Main     <= RX_DATA_BITS;
          end
          else
          begin
            r_Clock_Count          <= 0;
            r_RX_Byte[r_Bit_Index] <= i_RX_Serial;
            if (r_Bit_Index < 7)
            begin
              r_Bit_Index <= r_Bit_Index + 1;
              r_SM_Main   <= RX_DATA_BITS;
            end
            else
            begin
              r_Bit_Index <= 0;
              r_SM_Main   <= RX_STOP_BIT;
            end
          end
        end  
      RX_STOP_BIT :
        begin
          if (r_Clock_Count < CLKS_PER_BIT-1)
          begin
            r_Clock_Count <= r_Clock_Count + 1;
     	    r_SM_Main     <= RX_STOP_BIT;
          end
          else
          begin
       	    r_RX_DV       <= 1'b1;
            r_Clock_Count <= 0;
            r_SM_Main     <= CLEANUP;
          end
        end  
      CLEANUP :
        begin
          r_SM_Main <= IDLE;
          r_RX_DV   <= 1'b0;
        end
      default :
        r_SM_Main <= IDLE;
    endcase
  end    
  assign o_RX_DV   = r_RX_DV;
  assign o_RX_Byte = r_RX_Byte;
endmodule  
==> run.sh <==
#!/bin/bash
# OpenROAD 26Q1-2900-gdf79404cd8, Yosys 0.63+post, stock flow scripts
make -C /OpenROAD-flow-scripts/flow DESIGN_CONFIG=/design/flow/config.mk WORK_HOME=/design/flow/orfs finish
==> config.mk <==
export PLATFORM = sky130hd
export DESIGN_NAME = receive
export DESIGN_NICKNAME = receive
export VERILOG_FILES = /design/flow/design.v
export SDC_FILE = /design/flow/constraint.sdc
export NUM_CORES = 4
export LEC_CHECK = 1
export CORE_AREA = 10 10 103 103
export DIE_AREA = 0 0 113 113
==> constraint.sdc <==
current_design receive

set clk_period 2.7
set clk_io_pct 0.2

create_clock -name clk0 -period $clk_period [get_ports {i_Clock}]

set non_clock_inputs [all_inputs -no_clocks]
set_input_delay [expr $clk_period * $clk_io_pct] -clock clk0 $non_clock_inputs
set_output_delay [expr $clk_period * $clk_io_pct] -clock clk0 [all_outputs]
==> results.sh <==
# implementation run metrics
export IMPL_die_height_um=113
export IMPL_io_pin_count=11
export IMPL_place_congestion=0.820
export IMPL_grt_ovfl_total=0
export IMPL_timing_final_hold_violations=0
export IMPL_wire_per_inst_um=11.7
export IMPL_clk_pin_slew_ps=70
export IMPL_ys_seq_share_pct=50.4
export IMPL_skew_ps=3.79
export IMPL_post_route_min_period_ps=2140
export IMPL_coreArea_um2=8300
export IMPL_grt_max_degree=16
export IMPL_htreeDepth=2
export IMPL_comb_area_um2=776
export IMPL_hold_class="flip-flop to flip-flop"
export IMPL_dieArea_um2=12800
export IMPL_ys_types=45
export IMPL_max_freq_mhz=467
export IMPL_cts_sinks=29
export IMPL_grt_total_usage_pct=4.92
export IMPL_grt_pass1_vias=1120
export IMPL_start_kind="flip-flop"
export IMPL_status="finished, final reports clean"
export IMPL_root_buffer="clkbuf_8"
export IMPL_peakVddDrop_mv=0.260
export IMPL_slew_violations=0
export IMPL_rsz0062_at_grt="no"
export IMPL_maxCapViolCount=0
export IMPL_required_ps=2610
export IMPL_ys_warn_count=1
export IMPL_portBuffers=10
export IMPL_cts_tree="built"
export IMPL_viasPerCell=4.38
export IMPL_routed_wl_um=3160
export IMPL_ys_area_um2=1670
export IMPL_syn_area_per_cell_um2=10.9
export IMPL_vias=1188
export IMPL_drc=0
export IMPL_antenna_found_initial=0
export IMPL_cp_max_fo=8
export IMPL_synthCells=153
export IMPL_post_cts_setup_buffers=0
export IMPL_path_class="flip-flop to flip-flop"
export IMPL_layout_drive_gt1_share_pct=12.0
export IMPL_hold_buffers=0
export IMPL_area_growth_syn_to_layout_pct=19.9
export IMPL_grt_pass1_wl_um=5400
export IMPL_ctsResizeCount=0
export IMPL_diodes=0
export IMPL_post_dp_hpwl_um=2150
export IMPL_setup_tns_ps=0
export IMPL_dr_pass1_iters=4
export IMPL_p_leak_nw=0.721
export IMPL_final_util_pct=24.1
export IMPL_synth_main_ff_cell="edfxtp_1"
export IMPL_setup_violations_final=0
export IMPL_clk_path_buf_depth=2
export IMPL_regArea_um2=841
export IMPL_die_x_um=113
export IMPL_antenna_left=0
export IMPL_fillers=860
export IMPL_syn_cell_area_um2=1670
export IMPL_ys_ff=29
export IMPL_synthArstFlopShare_pct=0
export IMPL_warnings=29
export IMPL_finalCritPeriodShare_pct=79.2
export IMPL_clk_latency_ps=280
export IMPL_ys_cells=153
export IMPL_drtIter0Drc=77
export IMPL_hold_ws_ps=551
export IMPL_core_util_floorplan_pct=20.1
export IMPL_cts_buffers=5
export IMPL_worst_pin_slew_ps=638
export IMPL_power_density_nw_per_um2=513
export IMPL_enable_flop_cells=26
export IMPL_num_rows=33
export IMPL_endpoint_kind="flip-flop"
export IMPL_crit_arrival_ps=2050
export IMPL_slew_headroom_pct=57.3
## layout by cell type (no fill, tap or decap), types with 2 or more instances in the layout
| cell | instances |
|---|---|
| nand2b_1 | 2 |
| bufinv_16 | 2 |
| or4_1 | 2 |
| nor2_1 | 9 |
| nand2_1 | 17 |
| xnor2_1 | 3 |
| a211o_1 | 2 |
| nand3_1 | 8 |
| nand4_1 | 6 |
| dfxtp_1 | 3 |
| a22o_1 | 2 |
| nor3_1 | 2 |
| inv_1 | 3 |
| xor2_1 | 11 |
| o21ai_0 | 6 |
| ha_1 | 6 |
| mux2_2 | 2 |
| clkdlybuf4s50_1 | 10 |
| and2_1 | 2 |
| a21oi_1 | 13 |
| edfxtp_1 | 26 |
| clkbuf_8 | 5 |
## per-layer routing
metal  part of all wire, %  routed length, um  up-vias  GRT usage (%)
met2                    40               1260       28           6.95
met1                    52               1640      557           7.09
met5                     0                  0        -              0
li1                      -                  -      601              -
met4                  0.38                 12        0          0.508
met3                   7.9                250        2           2.14
## state kept, by name, summed over array words and instances, names as in the netlist
signal	cells
r_Bit_Index	3
r_Clock_Count	14
r_RX_Byte	8
r_RX_DV	1
r_SM_Main	3
## metrics by stage
| stage | worst slack [ps] | area (um^2) | std cells | power [mW] |
|---|---|---|---|---|
| CTS | 563 | 2000 | 271 | 1.04 |
| finish | 561 | 2000 | 271 | 1.03 |
| floorplan | 495 | 1670 | 153 | 0.492 |
| global route | 346 | 2000 | 271 | 1.06 |
| global placement | 594 | 1870 | 263 | 0.495 |
| detailed placement | 585 | 1870 | 263 | 0.495 |
## worst max-delay path, cell delays in order, from the launching register on
cell      delay (ps)
edfxtp_1         400
ha_1             270
a31o_2           180
nand4_1          170
and2_1           240
nor2_1           520
## power by group
group	leakage [nW]	internal (mW)	switching, mW
logic	0.366	0.00177	0.00234
registers	0.287	0.481	0
clock network	0.0681	0.367	0.174
## area by class of cell
class                      instances  share of cell area, %
clock buffer                       5                   3.44
clock inverter                     3                   3.25
inverter                           3                  0.563
multi-input combinational        115                   38.8
sequential                        29                   42.0
tap                              105                   6.57
timing repair buffer              11                   5.38
## path summary, 6_finish.rpt
path,from,end,slack [ps],cells past startpoint
worst min register to register,r_RX_Byte[5],r_RX_Byte[5],550,2
worst min-delay path,r_RX_Byte[5],r_RX_Byte[5],550,2
worst max-delay path,r_Clock_Count[0],r_RX_Byte[7],560,5
worst max register to register,r_Clock_Count[0],r_RX_Byte[7],560,5
## cell usage after synthesis, types with 2 or more instances
cell	number	share of area (%)
buf_6	2	1.3
and2_1	2	0.75
mux2_2	2	1.3
nand3_1	8	2.4
nand2b_1	2	0.75
or4_1	2	0.90
a22o_1	2	1.0
dfxtp_1	3	3.6
buf_2	2	0.60
inv_1	3	0.67
xor2_1	11	5.8
xnor2_1	3	1.6
a211o_1	2	1.0
nor2_1	9	2.0
nor3_1	2	0.60
nand2_1	17	3.8
nand4_1	6	2.2
edfxtp_1	26	47
ha_1	6	4.5
o21ai_0	6	1.8
a21oi_1	13	3.9
## kinds of logic (layout without fill, tap and decap cells)
group	count (synthesis)	count (layout)	synth area share, %
and+or+nand+nor	62	62	21.1
AOI/OAI and AO/OA	31	31	12.2
DFF	29	29	50.4
xor gates and xnor gates	14	14	7.35
buffers and inverters	9	22	3.15
adders and majority gates	6	6	4.50
muxes	2	2	1.35
Power figures rest on the tool's default switching activity, not on a simulated workload.
